--- ./config.mk ---
export PLATFORM = sky130hd
export DESIGN_NAME = ram36x256
export DESIGN_NICKNAME = ram36x256
export VERILOG_FILES = /design/flow/design.v
export SDC_FILE = /design/flow/constraint.sdc
export NUM_CORES = 4
export LEC_CHECK = 1
export CORE_UTILIZATION = 30
export SYNTH_MEMORY_MAX_BITS = 65536
--- ./constraint.sdc ---
current_design ram36x256

set clk_period 33.9
set clk_io_pct 0.2

create_clock -name clk0 -period $clk_period [get_ports {clock}]

set non_clock_inputs [all_inputs -no_clocks]
set_input_delay [expr $clk_period * $clk_io_pct] -clock clk0 $non_clock_inputs
set_output_delay [expr $clk_period * $clk_io_pct] -clock clk0 [all_outputs]
--- ./design.v ---
module firX8R8 (	
	input clock,
	input x_avail,									 
	input signed [MBITS-1:0] x_real,			 
	input signed [MBITS-1:0] x_imag,
	output y_avail,							 
	output wire signed [OBITS-1:0] y_real,	 
	output wire signed [OBITS-1:0] y_imag);
	localparam ADDRBITS	= 8;					 
	localparam MBITS	= 18;						 
	parameter
		TAPS 			= NTAPS / 8,				 
   		ABITS			= 24,							 
		OBITS			= 24,							 
		NTAPS			= 976;						 
	reg [4:0] wstate;								 
	reg  [ADDRBITS-1:0] waddr;					 
	wire weA, weB, weC, weD, weE, weF, weG, weH;
	reg  signed [ABITS-1:0] Racc, Iacc;
	wire signed [ABITS-1:0] RaccA, RaccB, RaccC, RaccD, RaccE, RaccF, RaccG, RaccH;
	wire signed [ABITS-1:0] IaccA, IaccB, IaccC, IaccD, IaccE, IaccF, IaccG, IaccH;	
	assign y_real = Racc[ABITS-1:0];  
	assign y_imag = Iacc[ABITS-1:0];
	initial
	begin
		wstate = 0;
		waddr = 0;
	end
	always @(posedge clock)
	begin
		if (wstate == 8) wstate <= wstate + 1'd1;	 
		if (wstate == 9) begin
			wstate <= 0;									 
			waddr <= waddr + 1'd1;
		end
		if (x_avail)
		begin
			wstate <= wstate + 1'd1;
			case (wstate)
				0:	begin										 
						Racc <= RaccA;						 
						Iacc <= IaccA;
					end
				1:	begin										 
						Racc <= Racc + RaccB;		
						Iacc <= Iacc + IaccB;
					end
				2:	begin	
						Racc <= Racc + RaccC;		
						Iacc <= Iacc + IaccC;
					end
				3:	begin
						Racc <= Racc + RaccD;		
						Iacc <= Iacc + IaccD;
					end
				4:	begin
						Racc <= Racc + RaccE;		
						Iacc <= Iacc + IaccE;
					end
				5:	begin
						Racc <= Racc + RaccF;		
						Iacc <= Iacc + IaccF;
					end
				6:	begin
						Racc <= Racc + RaccG;		
						Iacc <= Iacc + IaccG;
					end
				7: begin										 
						Racc <= Racc + RaccH;
						Iacc <= Iacc + IaccH;
					end
			endcase
		end
	end
	assign weA 		= (x_avail && wstate == 0);
	assign weB 		= (x_avail && wstate == 1);
	assign weC 		= (x_avail && wstate == 2);
	assign weD 		= (x_avail && wstate == 3);
	assign weE 		= (x_avail && wstate == 4);
	assign weF 		= (x_avail && wstate == 5);
	assign weG 		= (x_avail && wstate == 6);
	assign weH 		= (x_avail && wstate == 7);
	assign y_avail = (wstate == 8);
	fir256 #(.BEGIN_COEFF(11'd0)   , .ABITS(ABITS), .TAPS(TAPS)) A (clock, waddr, weA, x_real, x_imag, RaccA, IaccA);
	fir256 #(.BEGIN_COEFF(11'd256) , .ABITS(ABITS), .TAPS(TAPS)) B (clock, waddr, weB, x_real, x_imag, RaccB, IaccB);
	fir256 #(.BEGIN_COEFF(11'd512) , .ABITS(ABITS), .TAPS(TAPS)) C (clock, waddr, weC, x_real, x_imag, RaccC, IaccC);
	fir256 #(.BEGIN_COEFF(11'd768) , .ABITS(ABITS), .TAPS(TAPS)) D (clock, waddr, weD, x_real, x_imag, RaccD, IaccD);
	fir256 #(.BEGIN_COEFF(11'd1024), .ABITS(ABITS), .TAPS(TAPS)) E (clock, waddr, weE, x_real, x_imag, RaccE, IaccE);
	fir256 #(.BEGIN_COEFF(11'd1280), .ABITS(ABITS), .TAPS(TAPS)) F (clock, waddr, weF, x_real, x_imag, RaccF, IaccF);
	fir256 #(.BEGIN_COEFF(11'd1536), .ABITS(ABITS), .TAPS(TAPS)) G (clock, waddr, weG, x_real, x_imag, RaccG, IaccG);
	fir256 #(.BEGIN_COEFF(11'd1792), .ABITS(ABITS), .TAPS(TAPS)) H (clock, waddr, weH, x_real, x_imag, RaccH, IaccH);
endmodule
module fir256(
	input clock,
	input [ADDRBITS-1:0] waddr,							 
	input we,													 
	input signed [MBITS-1:0] x_real,						 
	input signed [MBITS-1:0] x_imag,
	output reg signed [ABITS-1:0] Raccum,
	output reg signed [ABITS-1:0] Iaccum
	);
	localparam ADDRBITS	= 8;								 
	localparam MBITS		= 18;								 
	parameter BEGIN_COEFF	= 0;							 
	parameter ABITS	= 0;									 
	parameter TAPS		= 0;									 
	reg [ADDRBITS-1:0] raddr, caddr;						 
	wire [MBITS*2-1:0] q;									 
	reg  [MBITS*2-1:0] reg_q;
	wire signed [MBITS-1:0] q_real, q_imag;			 
	wire signed [MBITS-1:0] coef;							 
	reg  signed [MBITS-1:0] reg_coef;
	reg signed [MBITS*2-1:0] Rmult, Imult;				 
	reg signed [MBITS*2-1:0] RmultSum, ImultSum;		 
	reg [ADDRBITS:0] counter;								 
	assign q_real = reg_q[MBITS*2-1:MBITS];
	assign q_imag = reg_q[MBITS-1:0];
    Gowin_pROM_2048 fir2048( 
        .dout(coef),  
        .clk(clock),  
        .oce(1'b1),  
        .ce(1'b1),  
        .reset(1'b0),  
        .ad(BEGIN_COEFF+caddr)  
    );
	ram36x256 ram36( 
     .clock(clock),
     .data_in({x_real, x_imag}),
     .rdaddress(raddr),
     .wraddress(waddr),
     .wren(we), 
     .data_out(q)
    );
	always @(posedge clock)
	begin
		if (we)		 
			begin
				counter = TAPS[ADDRBITS:0] + 4;			 
				raddr = waddr;									 
				caddr = 1'd0;									 
				Raccum <= 0;
				Iaccum <= 0;
				Rmult <= 0;
				Imult <= 0;
			end
		else
			begin		 
				if (counter < (TAPS[ADDRBITS:0] + 2))
				begin
						Rmult <= q_real * reg_coef;
						Raccum <= Raccum + Rmult[35:12] + Rmult[11];   
						Imult <= q_imag * reg_coef;
						Iaccum <= Iaccum + Imult[35:12] + Imult[11];
				end
				if (counter > 0)
				begin
					counter <= counter - 1'd1;
					raddr <= raddr - 1'd1;						 
					caddr <= caddr + 1'd1;						 
					reg_q <= q;
					reg_coef <= coef;
				end
			end
	end
endmodule
module ram36x256(
    input                    clock,
    input  [35:0]            data_in,
    input  [7:0]             rdaddress,
    input  [7:0]             wraddress,
    input                    wren,
    output [35:0]            data_out
);
    reg [35:0] bram[255:0];    
    reg [35:0] data_io;
    always @(posedge clock)
    begin
       if (wren)  bram[wraddress] <= data_in;
       else       data_io <= bram[rdaddress];
    end
    assign data_out = data_io;
endmodule
--- ./run.sh ---
#!/bin/bash
# OpenROAD 26Q1-2900-gdf79404cd8, Yosys 0.63+post, stock flow scripts
make -C /OpenROAD-flow-scripts/flow DESIGN_CONFIG=/design/flow/config.mk WORK_HOME=/design/flow/orfs finish
==> out/results.ini <==
[run_status]
outcome = complete, but fails checks
violations = max-capacitance violations, max-slew violations

[timing]
fin_crit_sh = 0.429
worstMarginPinSlew_ps = 1720
drv_slew = 7
slew_headroom = -0.146
totalNegativeSetupSlack_ps = 0
period_needed_ps = 14540
max_freq_ghz = 0.0688
finClkSkew_ps = 167
fin_ws_ps = 19360
hold_viol_final = 0
setup_viol = 0
rsz0062_at_grt = false

[finish]
drive_gt1_frac = 0.245
fillers = 106981
final_cell_mix = edfxtp_1, mux4_2, mux2i_1
mi_logic_area_um2 = 73300
fin_util = 0.347
seq_area_um2 = 278000
final_common_cell = edfxtp_1
areaGrowthSynthToFinish_pct = 15.4

[grt]
grt_pass1_wl_um = 1560000
grt_max_degree = 97
overflow = 0
grt_pass1_vias = 191708
grt_usage = 0.206
grt_antenna_before_repair = 108

[logic_synthesis]
synth.yosys.warnings = 1
edf_count = 9252
synth_area_per_cell_um2 = 21.5
async_reset_ff_frac = 0
synthDominantCellAreaShare = 0.785
numSynthFlops = 9252
ys_seq_share = 0.785
area_leaders = edfxtp_1, mux4_2, mux2i_1
synth_top_cell_by_area = edfxtp_1
ys_types = 62
ys_cells = 16458
synth_area_um2 = 354000
ff_type = edfxtp_1
syn_inst = 16458
yosys_area_um2 = 354000

[worst_setup_path]
critPathLaunch = rdaddress[0]
worstSetupEndpoint = data_io[13]
worstPathArrival_ps = 15390
reg2reg_to = data_io[15]
reg2reg_from = bram[240][15]
cp.required_ps = 34750
r2r_cells = 7
crit_type = in2reg
crit_fanout = 62
cp-start-kind = input port
cp-end-kind = flip-flop
r2r_slack_ps = 29580

[flow_run]
maxCapViolCount = 3
warning_count = 26

[routing]
viasPerCell = 5.25
ant_nets = 0
drt_iter0_markers = 13121
drcViolationCount = 0
totalWireLength_um = 1150000
wl_per_cell_um = 33.6
route.vias.total = 178781
dr.pass1.iters = 24

[clocking]
cts_sinks = 9252
cts_setup_buffers = 0
clockBufferDepth = 5
clk_pin_slew_ps = 60
clk-insertion-delay-late_ps = 1180
cts_tree = built
cts_hold_buffers = 0
cts_buffers = 867
cts_resized = 0
ctsRootBufferMaster = clkbuf_16
htree_levels = 6

[floorplan]
die_w_um = 1090
row_count = 398
die_h_um = 1090
initial_core_util = 0.301
boundaryPins = 90
chip_area_um2 = 1180000
core-area_um2 = 1180000

[placed_design]
dp_slack_ps = 18250
port_buffers = 89
dp_hpwl_um = 708000
gp_congestion = 0.962

[pwr]
powerDensity_nw_per_um2 = 57.1
leakagePower_uw = 0.127
vdd_ir_drop_max_mv = 0.0482

[hold_path]
min_path_type = reg2reg

==> cell usage after synthesis (5+ instances only) <==
cell,count
a2111oi_0,50
a211o_1,8
a211oi_1,40
a21boi_0,5
a21oi_1,262
a221oi_1,142
a22o_1,60
a22oi_1,321
a31oi_1,9
a32oi_1,17
and2_1,23
buf_1,73
buf_12,9
buf_2,203
buf_4,96
buf_6,122
buf_8,28
clkbuf_1,460
edfxtp_1,9252
mux2i_1,1394
mux4_2,1651
nand2_1,224
nand2b_1,6
nand3_1,63
nand4_1,81
nand4b_1,7
nor2_1,481
nor2b_1,14
nor3_1,218
nor4_1,187
o211ai_1,111
o21ai_0,194
o221ai_1,192
o22a_1,11
o22ai_1,376
o32ai_1,15
or3_1,6
==> worst max-delay path, stage by stage <==
cell,delay [ps]
buf_16,310
buf_4,600
buf_4,630
buf_4,580
buf_12,400
buf_4,640
buf_4,660
buf_4,700
buf_4,620
mux4_2,570
a22o_1,270
a221oi_1,810
buf_4,230
a221oi_1,120
buf_4,230
nor4_1,710
nor4_1,110
==> final cells by class <==
class / count / area share
tap: 15600 / 0.0478
multi-input combinational: 6211 / 0.179
timing repair buffer: 1269 / 0.0251
antenna: 147 / 0.000901
sequential: 9252 / 0.680
clock buffer: 1063 / 0.0558
inverter: 4 / 0.0000735
clock inverter: 514 / 0.0105
==> cell families (layout without fill, tap and decap cells) <==
family	after synthesis	in the layout	synth area share
AOI/OAI and AO/OA	1829	1829	0.0360
buffers and inverters	995	2850	0.0162
DFF	9252	9252	0.785
muxes	3049	3049	0.145
other	0	147	0
and+or+nand+nor	1333	1333	0.0178
==> metal layers <==
metal / vias to the layer above / wire [µm] / global-route usage
li1: 72290 / - / -
met1: 90389 / 308000 / 0.184
met2: 13611 / 509000 / 0.292
met3: 2344 / 243000 / 0.198
met4: 147 / 80700 / 0.110
met5: - / 5180 / 0.0303
==> registers in the layout (all words and copies together) (netlist names) <==
signal	flops
bram	9216
data_io	36
==> how the worst min path moves through the flow <==
stage / from / to / slack, ps / cells past startpoint
4_1_cts: bram[9][5] / data_io[5] / 1060 / 5
5_1_grt: bram[9][5] / data_io[5] / 1180 / 5
6_report: bram[0][5] / data_io[5] / 1080 / 5
==> through the flow <==
step	hold WS, ps	power, µW	cell area (µm²)	std cells
after detailed placement	1080	14100	381000	32334
after global routing	1180	23900	408000	34022
after global placement	1090	14100	380000	32313
final	1080	23300	408000	34060
after CTS	1060	23400	408000	33911
after floorplan	835	13400	354000	16458
==> power by group <==
group          internal (µW)  switching [µW]  leakage [µW]  total (µW)
Combinational            375             867        0.0302        1240
Clock                   5230            4220        0.0132        9450
Sequential             12600            29.1        0.0832       12600
Power figures rest on the tool's default switching activity, not on a simulated workload.
