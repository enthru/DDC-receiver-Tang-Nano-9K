==> constraint.sdc <==
current_design varcic

set clk_period 25.2
set clk_io_pct 0.2

create_clock -name clk0 -period $clk_period [get_ports {clock}]

set non_clock_inputs [all_inputs -no_clocks]
set_input_delay [expr $clk_period * $clk_io_pct] -clock clk0 $non_clock_inputs
set_output_delay [expr $clk_period * $clk_io_pct] -clock clk0 [all_outputs]
==> run.sh <==
#!/bin/bash
# OpenROAD 26Q1-2900-gdf79404cd8, Yosys 0.63+post, stock flow scripts
make -C /OpenROAD-flow-scripts/flow DESIGN_CONFIG=/design/flow/config.mk WORK_HOME=/design/flow/orfs finish
==> config.mk <==
export PLATFORM = sky130hd
export DESIGN_NAME = varcic
export DESIGN_NICKNAME = varcic
export VERILOG_FILES = /design/flow/design.v
export SDC_FILE = /design/flow/constraint.sdc
export NUM_CORES = 4
export LEC_CHECK = 1
export CORE_UTILIZATION = 50
==> design.v <==
module cic( clock, in_strobe, out_strobe, in_data, out_data );
parameter STAGES = 3;
parameter DECIMATION = 16;  
parameter IN_WIDTH = 18;
parameter ACC_WIDTH = IN_WIDTH  + 12;
parameter OUT_WIDTH = IN_WIDTH  + 2;
input clock;
input in_strobe;
output reg out_strobe;
input signed [IN_WIDTH-1:0] in_data;
output signed [OUT_WIDTH-1:0] out_data;
reg [15:0] sample_no;
initial sample_no = 15'd0;
always @(posedge clock)
  if (in_strobe)
    begin
    if (sample_no == (DECIMATION-1))
      begin
      sample_no <= 0;
      out_strobe <= 1;
      end
    else
      begin
      sample_no <= sample_no + 8'd1;
      out_strobe <= 0;
      end
    end
  else
    out_strobe <= 0;
wire signed [ACC_WIDTH-1:0] integrator_data [0:STAGES];
wire signed [ACC_WIDTH-1:0] comb_data [0:STAGES];
assign integrator_data[0] = in_data;
assign comb_data[0] = integrator_data[STAGES];
genvar i;
generate
  for (i=0; i<STAGES; i=i+1)
    begin : cic_stages
    cic_integrator #(ACC_WIDTH) cic_integrator_inst(
      .clock(clock),
      .strobe(in_strobe),
      .in_data(integrator_data[i]),
      .out_data(integrator_data[i+1])
      );
    cic_comb #(ACC_WIDTH) cic_comb_inst(
      .clock(clock),
      .strobe(out_strobe),
      .in_data(comb_data[i]),
      .out_data(comb_data[i+1])
      );
    end
endgenerate
assign out_data = comb_data[STAGES][ACC_WIDTH-1:ACC_WIDTH-OUT_WIDTH] +
  {{(OUT_WIDTH-1){1'b0}}, comb_data[STAGES][ACC_WIDTH-OUT_WIDTH-1]};
endmodule
module cic_comb( clock, strobe,  in_data,  out_data );
parameter WIDTH = 64;
input clock;
input strobe;
input signed [WIDTH-1:0] in_data;
output reg signed [WIDTH-1:0] out_data;
reg signed [WIDTH-1:0] prev_data;
initial prev_data = 0;
always @(posedge clock)  
  if (strobe) 
    begin
    out_data <= in_data - prev_data;
    prev_data <= in_data;
    end
endmodule
module cic_integrator( clock, strobe, in_data,  out_data );
parameter WIDTH = 64;
input clock;
input strobe;
input signed [WIDTH-1:0] in_data;
output reg signed [WIDTH-1:0] out_data;
always @(posedge clock)
  if (strobe) out_data <= out_data + in_data;
endmodule
module varcic(decimation, clock, in_strobe,  out_strobe, in_data, out_data );
  parameter STAGES = 5;
  parameter IN_WIDTH = 18;
  parameter ACC_WIDTH = 45;
  parameter OUT_WIDTH = 18;
  input [5:0] decimation; 
  input clock;
  input in_strobe;
  output reg out_strobe;
  input signed [IN_WIDTH-1:0] in_data;
  output reg signed [OUT_WIDTH-1:0] out_data;
reg [15:0] sample_no;
initial sample_no = 16'd0;
always @(posedge clock)
  if (in_strobe)
    begin
    if (sample_no == (decimation - 1))
      begin
      sample_no <= 0;
      out_strobe <= 1;
      end
    else
      begin
      sample_no <= sample_no + 8'd1;
      out_strobe <= 0;
      end
    end
  else
    out_strobe <= 0;
wire signed [ACC_WIDTH-1:0] integrator_data [0:STAGES];
wire signed [ACC_WIDTH-1:0] comb_data [0:STAGES];
assign integrator_data[0] = in_data;
assign comb_data[0] = integrator_data[STAGES];
genvar i;
generate
  for (i=0; i<STAGES; i=i+1)
    begin : cic_stages
    cic_integrator #(ACC_WIDTH) cic_integrator_inst(
      .clock(clock),
      .strobe(in_strobe),
      .in_data(integrator_data[i]),
      .out_data(integrator_data[i+1])
      );
    cic_comb #(ACC_WIDTH) cic_comb_inst(
      .clock(clock),
      .strobe(out_strobe),
      .in_data(comb_data[i]),
      .out_data(comb_data[i+1])
      );
    end
endgenerate
localparam GROWTH2  =  5;
localparam GROWTH4  = 10;
localparam GROWTH5  = 12;
localparam GROWTH8  = 15;
localparam GROWTH10 = 17;
localparam GROWTH20 = 22;
localparam GROWTH40 = 27;
localparam MSB2  =  (IN_WIDTH + GROWTH2)  - 1;            
localparam LSB2  =  (IN_WIDTH + GROWTH2)  - OUT_WIDTH;    
localparam MSB4  =  (IN_WIDTH + GROWTH4)  - 1;            
localparam LSB4  =  (IN_WIDTH + GROWTH4)  - OUT_WIDTH;    
localparam MSB5  =  (IN_WIDTH + GROWTH5)  - 1;            
localparam LSB5  =  (IN_WIDTH + GROWTH5)  - OUT_WIDTH;    
localparam MSB8  =  (IN_WIDTH + GROWTH8)  - 1;            
localparam LSB8  =  (IN_WIDTH + GROWTH8)  - OUT_WIDTH;    
localparam MSB10 =  (IN_WIDTH + GROWTH10) - 1;            
localparam LSB10 =  (IN_WIDTH + GROWTH10) - OUT_WIDTH;    
localparam MSB20 =  (IN_WIDTH + GROWTH20) - 1;    			 
localparam LSB20 =  (IN_WIDTH + GROWTH20) - OUT_WIDTH;    
localparam MSB40 =  (IN_WIDTH + GROWTH40) - 1;     		 
localparam LSB40 =  (IN_WIDTH + GROWTH40) - OUT_WIDTH;    
always @(posedge clock)
  case (decimation)
	   2: out_data <= comb_data[STAGES][MSB2:LSB2] 	 + comb_data[STAGES][LSB2-1];
	   4: out_data <= comb_data[STAGES][MSB4:LSB4]   + comb_data[STAGES][LSB4-1];
	   5: out_data <= comb_data[STAGES][MSB5:LSB5]   + comb_data[STAGES][LSB5-1];
	   8: out_data <= comb_data[STAGES][MSB8:LSB8]   + comb_data[STAGES][LSB8-1];
	  10: out_data <= comb_data[STAGES][MSB10:LSB10] + comb_data[STAGES][LSB10-1];
	  20: out_data <= comb_data[STAGES][MSB20:LSB20] + comb_data[STAGES][LSB20-1];
	  40: out_data <= comb_data[STAGES][MSB40:LSB40] + comb_data[STAGES][LSB40-1];
  endcase
endmodule
==> changes_impl.md <==
### Changed

- Final Non-Filler Cells: 5933
- VDD IR max: 76.9 uV
- Synth Warn #: 3
- Post-synth EDFFs: 705
- Register bit total from synthesis: 706
- Fp_density: 50.6%
- Sink Count: 706
- Syn Area/Cell: 10.3 um^2
- Largest net degree at the start of global routing: 123
- Dpl cells: 5783
- DRT Wirelength: 93.0 mm
- Critical path class: in2reg
- Top fanout value on the critical path: 3
- I/O pin count: 45
- HP Class: reg2reg
- Synth Instances: 4591
- CP top delay family: AND-OR/OR-AND gates
- Die Y: 310 um
- Site Rows: 112
- DRC Markers: 0
- Final worst hold slack: 0.447 ns
- Cell Type Count: 88
- Die area: 96100 um^2
- Max cap viols: 0
- RSZ-0062 raised after global routing: false
- Cell count listed in synth_stat.txt: 4591
- CP Cell Sequence: clkdlybuf4s50_1, ha_1, fa_1, a211oi_1, o21bai_1, a211o_1, o21ai_1, a31oi_1, o211ai_1, o211ai_1, a41oi_1, o21ai_0, a21oi_1, xnor2_1
- Via-to-Cell Ratio: 5.54
- Cell mode on critical path: o211ai_1
- Worst slew margin: 46.1%
- Least-Margin Pin Slew: 0.807 ns
- Final setup vio count: 0
- ANT cells: 0
- Area Overhead vs Synth: 9.40%
- Latency at later pin: 0.65 ns
- Fill cells: 8050
- Yosys top cell by area: edfxtp_1
- Post-synth ARST share: 0%
- Post_cts resized: 0
- Longest Clk Path Bufs: 3
- Total gr overflow: 0
- Post-Layout Inst Area: 51900 um^2
- Crit path required time: 25.61 ns
- CP max-delay cell: fa_1
- Pleak: 21.0 nW
- H-tree levels: 3
- Period minus WS final: 8.46 ns
- Synth Flop Type: edfxtp_1
- Total power: 6.25 mW
- Most numerous logic cell after layout: edfxtp_1
- Post-CTS Setup Inserts: 0
- CP peak stage delay: 0.42 ns
- Crit. End Element: register
- Initial antenna violation count: 0
- Log Warnings: 32
- Top Layout Cells: edfxtp_1 (705), ha_1 (458), a21oi_1 (436)
- Arr. time, crit path: 8.86 ns
- First-pass GRT wire length: 155 mm
- CTS Root Cell: clkbuf_16
- Global-route usage over all layers: 21.1%
- Max Clk Rate: 118 MHz
- Status: completed
- CTS clk-pin slew, worst paths: 0.06 ns
- # port buffers: 44
- Placed inst area: 49100 um^2
- DIE WIDTH: 310 um
- Pwr Density: 121 nW/um^2
- Cell area leaders: edfxtp_1 (45%), ha_1 (12%), xnor2_1 (6.0%)
- Yosys Chip Area: 47400 um^2
- Share of cells above drive strength 1: 3.93%
- Post-DP HPWL: 69.8 mm
- CTS Buf Count: 85
- Post-route setup TNS: 0 ns
- Slew Viols, Final: 0
- Hold buffers post-CTS: 0
- Routed wire length per instance: 15.7 um
- Final period utilization: 33.6%
- DRT iter0 DRCs: 1555
- Post-route ant nets: 0
- CP startpoint kind: primary input
- Core area: 93600 um^2
- RD Place Congestion: 0.943
- Router iterations before antenna repair: 5
- Vias: 32900
- Synth Seq Share: 44.7%
- Final hold violations: 0
- Vias in the first global route: 32400
- WP buf/inv: 1
- Max-area cell share: 44.7%
- CTS tree: built
- Cell Area, Synth: 47400 um^2
- Clk_skew: 0.0173 ns
==> registers in the layout, indices dropped and copies added (netlist names) <==
| signal | flops |
|---|---|
| cic_stages.cic_comb_inst.prev_data | 225 |
| cic_stages.cic_comb_inst.out_data | 221 |
| sample_no | 16 |
| out_strobe | 1 |
| out_data | 18 |
| cic_stages.cic_integrator_inst.out_data | 225 |
==> cell families (layout without fill, tap and decap cells) <==
group,after synthesis,after routing,share of synthesized area [%]
xor+xnor,538,538,9.94
fa+ha+maj,467,467,12.5
flops,706,706,44.7
buf+inv,439,527,3.50
simple gates,1098,1098,11.2
mux,1,1,0.0211
compound gates,1342,1342,18.2
==> layout make-up <==
cell class	count	area (um^2)	share of cell area, %
multi-input combinational	3446	24600	47.4
sequential	706	21200	40.9
clock buffer	103	2260	4.35
tap	1254	1570	3.02
inverter	320	1200	2.32
timing repair buffer	57	568	1.10
clock inverter	47	515	0.994
==> power by group <==
group | total (mW) | internal [mW] | switching [mW]
Combinational | 3.12 | 1.37 | 1.75
Clock | 1.22 | 0.739 | 0.485
Sequential | 1.91 | 1.75 | 0.162
==> routing by layer <==
layer	track usage [%]	up-vias	part of all wire, %
li1	-	17100	-
met1	28.7	15000	42
met2	35.9	504	50
met3	2.77	241	3.3
met4	7.98	0	4.6
met5	0	-	0
==> cell usage after synthesis, types with 16 or more instances <==
master and number:
o21a_1 49, inv_1 320, nor2_1 293, a21o_1 259, o31ai_1 18, o21ai_1 28
o21bai_1 48, nand2_1 274, o211ai_1 18, o21ai_0 207, ha_1 458, nand4_1 81
nand2b_1 38, clkbuf_1 107, xor2_1 211, nor2b_1 70, and2_1 18, and3_1 65
nor4_1 16, nand3_1 132, xnor2_1 327, edfxtp_1 705, a211oi_1 27, o22ai_1 37
a21oi_1 436, o31a_1 16, nor3_1 49, a31oi_1 49
==> metrics by stage <==
stage | utilization (%) | setup WS [ns]
2_1_floorplan | - | 10.10
3_3_place_gp | 52.4 | 16.12
3_5_place_dp | 52.4 | 16.10
4_1_cts | 55.4 | 16.80
5_1_grt | 55.4 | 16.54
6_report | 55.4 | 16.74
==> final timing paths <==
| path | slack, ns | start | endpoint | cells after the start |
|---|---|---|---|---|
| worst max-delay path | 16.74 | in_data[0] | cic_stages[0].cic_integrator_inst.out_data[44] | 14 |
| worst min-delay path | 0.45 | cic_stages[0].cic_comb_inst.out_data[24] | cic_stages[1].cic_comb_inst.prev_data[24] | 0 |
| worst max register to register | 21.06 | cic_stages[4].cic_integrator_inst.out_data[0] | cic_stages[4].cic_integrator_inst.out_data[44] | 13 |
| worst min register to register | 0.45 | cic_stages[0].cic_comb_inst.out_data[24] | cic_stages[1].cic_comb_inst.prev_data[24] | 0 |
No activity file was given, so power comes from the tool's default toggle rates.
