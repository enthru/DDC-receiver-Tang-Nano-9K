$ cat ./config.mk
export PLATFORM = sky130hd
export DESIGN_NAME = cordic
export DESIGN_NICKNAME = cordic
export VERILOG_FILES = /design/flow/design.v
export SDC_FILE = /design/flow/constraint.sdc
export NUM_CORES = 4
export LEC_CHECK = 1
export CORE_UTILIZATION = 40
$ cat ./constraint.sdc
current_design cordic

set clk_period 12.1
set clk_io_pct 0.2

create_clock -name clk0 -period $clk_period [get_ports {clock}]

set non_clock_inputs [all_inputs -no_clocks]
set_input_delay [expr $clk_period * $clk_io_pct] -clock clk0 $non_clock_inputs
set_output_delay [expr $clk_period * $clk_io_pct] -clock clk0 [all_outputs]
$ cat ./design.v
module cordic( clock, frequency, in_data, out_data_I, out_data_Q );
parameter IN_WIDTH   = 12;  
parameter EXTRA_BITS = 5;   
localparam WR =  IN_WIDTH + EXTRA_BITS + 1;  
localparam OUT_WIDTH = WR;                   
localparam WZ =  IN_WIDTH + EXTRA_BITS - 1;  
localparam STG = IN_WIDTH + EXTRA_BITS - 2;  
localparam WO = OUT_WIDTH;
localparam WF = 32;  
localparam WP = WF;  
input clock;
input signed [WF-1:0] frequency;
input signed [IN_WIDTH-1:0] in_data;
output signed [WO-1:0] out_data_I;
output signed [WO-1:0] out_data_Q;
localparam WT = 32;
wire signed [WT-1:0] atan_table [1:WT-1];
assign atan_table[01] = 32'b00100101110010000000101000111011;  
assign atan_table[02] = 32'b00010011111101100111000010110111;  
assign atan_table[03] = 32'b00001010001000100010001110101000;  
assign atan_table[04] = 32'b00000101000101100001101010000110;  
assign atan_table[05] = 32'b00000010100010111010111111000011;  
assign atan_table[06] = 32'b00000001010001011110110000111101;  
assign atan_table[07] = 32'b00000000101000101111100010101010;  
assign atan_table[08] = 32'b00000000010100010111110010100111;  
assign atan_table[09] = 32'b00000000001010001011111001011101;  
assign atan_table[10] = 32'b00000000000101000101111100110000;  
assign atan_table[11] = 32'b00000000000010100010111110011000;  
assign atan_table[12] = 32'b00000000000001010001011111001100;  
assign atan_table[13] = 32'b00000000000000101000101111100110;  
assign atan_table[14] = 32'b00000000000000010100010111110011;  
assign atan_table[15] = 32'b00000000000000001010001011111010;  
assign atan_table[16] = 32'b00000000000000000101000101111101;  
assign atan_table[17] = 32'b00000000000000000010100010111110;  
assign atan_table[18] = 32'b00000000000000000001010001011111;  
assign atan_table[19] = 32'b00000000000000000000101000110000;  
assign atan_table[20] = 32'b00000000000000000000010100011000;  
assign atan_table[21] = 32'b00000000000000000000001010001100;  
assign atan_table[22] = 32'b00000000000000000000000101000110;  
assign atan_table[23] = 32'b00000000000000000000000010100011;  
assign atan_table[24] = 32'b00000000000000000000000001010001;  
assign atan_table[25] = 32'b00000000000000000000000000101001;  
assign atan_table[26] = 32'b00000000000000000000000000010100;  
assign atan_table[27] = 32'b00000000000000000000000000001010;  
assign atan_table[28] = 32'b00000000000000000000000000000101;  
assign atan_table[29] = 32'b00000000000000000000000000000011;  
assign atan_table[30] = 32'b00000000000000000000000000000001;  
assign atan_table[31] = 32'b00000000000000000000000000000001;  
reg [WP-1:0] phase;
reg signed [WR-1:0] X [0:STG-1];
reg signed [WR-1:0] Y [0:STG-1];
reg signed [WZ-1:0] Z [0:STG-1];
wire signed [WR-1:0] in_data_ext = {in_data[IN_WIDTH-1], in_data, {EXTRA_BITS{1'b0}}};
wire [1:0] quadrant = phase[WP-1:WP-2];
always @(posedge clock)
  begin
  case (quadrant)
    0: begin X[0] <=  in_data_ext;   Y[0] <=  in_data_ext; end
    1: begin X[0] <= -in_data_ext;   Y[0] <=  in_data_ext; end
    2: begin X[0] <= -in_data_ext;   Y[0] <= -in_data_ext; end
    3: begin X[0] <=  in_data_ext;   Y[0] <= -in_data_ext; end
  endcase
  Z[0] <= {~phase[WP-3], ~phase[WP-3], phase[WP-4:WP-WZ-1]};
  phase <= phase + frequency;
  end
genvar n;
generate
  for (n=0; n<=(STG-2); n=n+1)
    begin : stages
    wire signed [WR-1:0] X_shr = {{(n+1){X[n][WR-1]}}, X[n][WR-1:n+1]};
    wire signed [WR-1:0] Y_shr = {{(n+1){Y[n][WR-1]}}, Y[n][WR-1:n+1]};
    wire [WZ-2-n:0] atan = atan_table[n+1][WT-2-n:WT-WZ] + atan_table[n+1][WT-WZ-1];
    wire Z_sign = Z[n][WZ-1-n];
    always @(posedge clock)
      begin
      X[n+1] <= Z_sign ? X[n] + Y_shr + Y[n][n] : X[n] - Y_shr - Y[n][n];
      Y[n+1] <= Z_sign ? Y[n] - X_shr - X[n][n] : Y[n] + X_shr + X[n][n];
      if (n < STG-2)
        begin : angles
        Z[n+1][WZ-2-n:0] <= Z_sign ? Z[n][WZ-2-n:0] + atan : Z[n][WZ-2-n:0] - atan;
        end
      end
    end
endgenerate
generate
  if (OUT_WIDTH == WR)
    begin
    assign out_data_I = X[STG-1];
    assign out_data_Q = Y[STG-1];
    end
  else
    begin
    reg signed [WO-1:0] rounded_I;
    reg signed [WO-1:0] rounded_Q;
    always @(posedge clock)
      begin
      rounded_I <= X[STG-1][WR-1 : WR-WO] + X[STG-1][WR-1-WO];
      rounded_Q <= Y[STG-1][WR-1 : WR-WO] + Y[STG-1][WR-1-WO];
      end
    assign out_data_I = rounded_I;
    assign out_data_Q = rounded_Q;
    end
endgenerate
endmodule
$ cat ./run.sh
#!/bin/bash
# OpenROAD 26Q1-2900-gdf79404cd8, Yosys 0.63+post, stock flow scripts
make -C /OpenROAD-flow-scripts/flow DESIGN_CONFIG=/design/flow/config.mk WORK_HOME=/design/flow/orfs finish
==> run_results.csv <==
group,metric,value,unit
detailed_routing,wl_per_cell,14.16,µm
worst_setup_path,max_stage_delay,0.51,ns
detailed_routing,drt_iter0_drc,2902,
sta,hold_ws,0.3253,ns
floorplan,die_area,179400,µm²
yosys,ys_seq_frac,0.1906,
floorplan,fp.dieH,423.6,µm
sta,setup_tns,0,ns
detailed_routing,drc,0,
worst_setup_path,slowest_stage,"a221oi_2",
yosys,top_area_cell,"ha_1",
global_routing,grt-ovfl-total,0,
detailed_routing,vias,57080,
sta,setup_viol,0,
floorplan,rows,154,
yosys,syn-cell-area,71090,µm²
yosys,ys.flop_type,"dfxtp_1",
final_layout,syn2layout_area_growth,9.324,%
cts,post-cts-setup-buffers,0,
global_routing,grt_max_degree,60,
cts,htree_num_levels,3,
detailed_routing,ant_nets,0,
cts,clock_sinks,677,
yosys,topCellsByArea,"ha_1 (25%), dfxtp_1 (19%), xnor2_1 (8.5%)",
cts,cts_buffers,84,
sta,fmax,189.1,MHz
worst_setup_path,path_class,"in -> reg",
yosys,top_area_frac,0.2511,
yosys,ys_ff,677,
cts,cts-root-buf,"clkbuf_16",
cts,insertion_delay,0.70,ns
yosys,syn-instance-count,8869,
floorplan,core,176300,µm²
cts,cts_hold_buf,0,
sta,finalHoldViolCount,0,
global_routing,grt.total_usage,0.1826,
worst_setup_path,cp_max_fo,4,
final_layout,fillers,16960,
worst_setup_path,critPathCaptureType,"register",
cts,cts_buffer_depth,3,
yosys,syn-mean-instance-area,8.016,µm²
floorplan,pin_count,81,
final_layout,drive_gt1_frac,0.02944,
floorplan,fp_util,0.4032,
worst_setup_path,cp-start-kind,"primary input",
outcome,outcome,"complete, no violations",
sta,worstMarginPinSlew,0.8865,ns
run,cap_violations,0,
detailed_routing,drt_first_pass_iters,5,
detailed_routing,drt-vias-per-instance,5.018,
sta,max_slew_margin,0.4013,
global_routing,grt_pass1_wl,266300,µm
detailed_routing,routed_wl,161000,µm
yosys,yosysChipArea,71090,µm²
yosys,edf_count,0,
cts,cts-resized-gates,0,
cts,cts.clk_slew.worst_paths,0.06,ns
yosys,synth_cell_types,90,
floorplan,die_w,423.6,µm
sta,period_used_share,0.4370,
final_layout,seqCellArea,13560,µm²
yosys,ys_cells,8869,
placed_design,gp_congestion,0.9212,
global_routing,grt_pass1_vias,53550,
sta,min_period,5.288,ns
sta,fin_skew,0.04059,ns
sta,slew_violations,0,
worst_setup_path,arrival,5.85,ns
cts,tritoncts,"done",
worst_setup_path,required,12.66,ns
yosys,ys_warn_count,4,
final_layout,logic_area,51460,µm²
worst_setup_path,worstPathCellList,"clkdlybuf4s50_1 -> ha_1 -> a2111oi_2 -> o31a_1 -> o31ai_2 -> a221oi_2 -> o221ai_2 -> o22ai_1 -> o21a_1 -> or2_1 -> a311oi_2 -> xor2_1",
sta,rsz0062_at_grt,"no",
run,warnings,492,
yosys,async_flop_share,0,
min_path,hold_class,"reg -> reg",
placed_design,post-dp-hpwl,130900,µm
placed_design,port_buffers,80,
global_routing,antenna_found_initial,4,
## layout make-up
type                    count  area share
well taps                2340     0.03767
repair buffers            126     0.01475
inverters                1506     0.07273
clock inverters            41    0.008436
clock buffers             110     0.02973
flip-flops and latches    677      0.1745
multi-input cells        6574      0.6621
diodes                      1  0.00003220
## worst max-delay path: cells and delay by family
kind	cells	cell delay [ns]
buffers and inverters	1	0.42
XOR/XNOR	1	0.16
AND/OR/NAND/NOR	1	0.15
AND-OR/OR-AND	8	2.32
adder cells (fa/ha/maj)	1	0.37
## final timing paths
path	start	to	slack [ns]	depth (start not counted)
setup / recovery	frequency[4]	phase[29]$_DFF_P_	6.81	12
hold / removal	Z[9][0]$_DFF_P_	Z[10][0]$_DFF_P_	0.33	0
setup reg to reg	X[7][7]$_DFF_P_	Y[8][17]$_DFF_P_	8.26	13
hold reg to reg	Z[9][0]$_DFF_P_	Z[10][0]$_DFF_P_	0.33	0
## state kept, by name, indices dropped and copies added (netlist names)
| signal | cells |
|---|---|
| X | 256 |
| phase | 32 |
| Y | 259 |
| Z | 130 |
## stage by stage
| stage | setup slack (ns) | utilization | instances | instance area (µm²) |
|---|---|---|---|---|
| final | 6.812 | 0.4408 | 11380 | 77720 |
| after global routing | 6.613 | 0.4408 | 11370 | 77720 |
| after CTS | 6.836 | 0.4408 | 11370 | 77720 |
| after detailed placement | 6.104 | 0.4240 | 11220 | 74750 |
| after global placement | 6.075 | 0.4240 | 11220 | 74750 |
| after floorplan | 7.151 | - | 8869 | 71090 |
## routing by layer
metal	vias up	track usage	routed length (µm)
li1	30280	-	-
met1	25910	0.2801	83000
met2	715	0.2804	68710
met3	185	0.01984	5606
met4	0	0.03562	3722
met5	-	0	0
## cells by family after synthesis
family / Yosys count / synth area share
compound gates: 2292 / 0.2032
xor+xnor: 909 / 0.1120
fa+ha+maj: 1532 / 0.2807
buf+inv: 1618 / 0.08548
flops: 677 / 0.1906
mux: 86 / 0.01230
simple gates: 1755 / 0.1157
## cells in the mapped netlist (all sizes together) (14+ instances only)
cell type     n
nand2       371
o221ai       18
clkbuf       83
o21bai      183
a41oi        16
nor2        645
o21ba        14
nand4        25
and3         25
mux2i        75
a31oi        70
xnor2       692
nor2b        84
o211ai       34
nand3b       26
a21boi       18
nand2b      140
fa          105
o22ai        18
nor3        171
o41ai        39
o31a         25
and2         22
o31ai        63
or3          51
buf          29
xor2        217
or2          16
a21o        186
nand3       102
a21oi       808
a2111oi      22
o21a        111
ha         1427
inv        1502
a211oi       46
nor4         33
a211o        18
a221oi       23
o21ai       462
dfxtp       677
## layout by cell type (no fill, tap or decap), types with 85 or more instances in the layout
cell and n:
nand2_1 371, nand2b_1 140, a21oi_1 808, ha_1 1427
o21ai_0 457, nand3_1 102, nor3_1 171, nor2_1 645
clkbuf_16 85, fa_1 105, dfxtp_1 669, a21o_1 186
inv_1 1501, xnor2_1 692, o21a_1 111, xor2_1 217
o21bai_1 183
